==> design.v <==
`timescale 1ns / 1ps
module regfile_32x32(	
	input clk,
	input rst_n,
	input r3_wr,
	input [4:0] r1_addr,
	input [4:0] r2_addr,
	input [4:0] r3_addr,
	input [31:0] r3_din,
	output reg [31:0] r1_dout,
	output reg [31:0] r2_dout
);
parameter regsize = 32;
reg [31:0] file [0:31];
integer k;
always @(posedge clk or negedge rst_n) begin
	if (~rst_n) begin
	end
	else begin
		r1_dout <= file[r1_addr];
		r2_dout <= file[r2_addr];
	end
end
always @(negedge clk or negedge rst_n) begin
	if (~rst_n) begin
		for (k = 0; k < 32; k = k + 1) begin
			file[k] <= 0;
		end
	end
	else if (r3_wr) begin
		file[r3_addr] <= r3_din;
	end
end
endmodule
==> run.sh <==
#!/bin/bash
# OpenROAD 26Q1-2900-gdf79404cd8, Yosys 0.63+post, stock flow scripts
make -C /OpenROAD-flow-scripts/flow DESIGN_CONFIG=/design/flow/config.mk WORK_HOME=/design/flow/orfs finish
==> config.mk <==
export PLATFORM = sky130hd
export DESIGN_NAME = regfile_32x32
export DESIGN_NICKNAME = regfile_32x32
export VERILOG_FILES = /design/flow/design.v
export SDC_FILE = /design/flow/constraint.sdc
export NUM_CORES = 4
export LEC_CHECK = 1
export CORE_UTILIZATION = 30
==> constraint.sdc <==
current_design regfile_32x32

set clk_period 2.2
set clk_io_pct 0.2

create_clock -name clk0 -period $clk_period [get_ports {clk}]

set non_clock_inputs [all_inputs -no_clocks]
set_input_delay [expr $clk_period * $clk_io_pct] -clock clk0 $non_clock_inputs
set_output_delay [expr $clk_period * $clk_io_pct] -clock clk0 [all_outputs]
==> impl_metrics.tcl <==
# yosys + openroad results
set metrics [dict create \
    violations "negative setup slack" \
    synth_top_flop_cell "dfrtn_1" \
    rsz0062_at_grt "true" \
    antenna_found_initial 20 \
    drc 0 \
    status "finished with violations" \
    timing.hold.ws_ps 316 \
    dr.first_iter.drc_count 5396 \
    grt_pass1_vias 52500 \
    clock_sinks 1088 \
    crit_path_start_kind "flip-flop" \
    p_switching_mw 19.5 \
    cp.required_ps 2740 \
    synth_top_area_share_pct 47.6 \
    syn_area_per_cell_um2 12.1 \
    track_usage_pct 41.3 \
    grt_pass1_wl_um 482000 \
    ys_seq_share_pct 51.2 \
    clockBufferDepth 3 \
    die-width_um 426 \
    ys_types 72 \
    wl_per_cell_um 43.1 \
    power.density_nw_per_um2 790 \
    ys_area_um2 53900 \
    path_clk_slew_ps 60 \
    fin_worst_skew_ps 113 \
    numCtsBuffers 135 \
    arrival_ps 3590 \
    warnings 29 \
    syn_to_final_growth_pct 53.7 \
    ios 114 \
    initial_utilization_pct 30.2 \
    gr-total-overflow 0 \
    fin_cells 8444 \
    numSynthFlops 1088 \
    async_reset_ff_share_pct 94.1 \
    critPathCaptureType "flip-flop" \
    slew_headroom_pct 21.9 \
    critical_path.max_fanout 2 \
    pwr-share-clk_pct 35.3 \
    cts_tree "built" \
    gp_routability_congestion 1.06 \
    synthTopCellsByArea "dfrtn_1 (48%), mux2_2 (22%), a22oi_1 (9.6%)" \
    path_class "reg2reg" \
    tightest_slew_ps 1170 \
    synth-edff-count 64 \
    setup_violations 1079 \
    yosysMostFrequentCell "mux2_2" \
    dp.cells 8059 \
    cts-root-buf "clkbuf_16" \
    p_sw_share_pct 29.8 \
    ys_warn_count 2 \
    p_int_mw 45.9 \
    post_dp_cell_area_um2 72200 \
    final_area_um2 82800 \
    port_buffers 113 \
    drt-vias-per-instance 6.22 \
    grt_max_degree 44 \
    dr.pass1.iters 8 \
    rows 155 \
    syn_area_um2 53900 \
    cts_max_level 4 \
    yosys_cells 4458 \
    synthTopCellsByCount "mux2_2 (1049), dfrtn_1 (1024), a22oi_1 (692), nand2_1 (211), clkbuf_1 (183)" \
    hpwlAfterDp_um 249000 \
    wl_um 364000 \
    dieArea_um2 181000 \
    drv_slew 0 \
    dp_slack_ps -1550 \
    largest_area_cell "dfrtn_1" \
    drive_gt1_share_pct 54.8 \
    clock_latency_ps 830 \
    ir_drop_v 0.000578 \
    max_cap_violations 0 \
    hold_viol 0 \
    core_um2 178000 \
    syn_inst 4458 \
    fin_ws_ps -850 \
    p_leak_nw 37.0 \
    antenna_left 0 \
    die_h_um 426 \
    fillCellCount 15700 \
    power.share.combinational_pct 22.4 \
    hp-class "in2reg" \
    vias 52500 \
    p_seq_share_pct 42.3 \
    power_mw 65.4 \
]
area by class of cell:
class                   instances  area, um2  share of cell area, %
diodes                         14       35.0                 0.0423
clock buffers                 188       3800                   4.59
clock inverters                52        677                  0.818
inverters                       3       11.3                 0.0136
multi-input cells            2939      28100                   33.9
flip-flops and latches       1088      27500                   33.3
well taps                    2355       2950                   3.56
repair buffers               1805      19700                   23.8
state kept, by name (all words and copies together) (netlist names):
register	count
file	1024
r1_dout	32
r2_dout	32
placed cells by master (no fill, tap or decap), drive strengths merged, types with 61 or more instances in the layout:
cell,n
a22oi,692
a21oi,79
edfxtp,64
nor2,194
nand4,93
nor3,65
clkbuf,199
buf,1695
mux2,1052
dfrtn,1024
clkdlybuf4s50,96
nand2,213
mux2i,61
worst max-delay path, stage by stage, from the launching register on:
cell and delay, ps:
dfrtn_1 410, mux2i_4 240, o311ai_2 160, or4_1 570
o32a_1 350
kinds of logic after synthesis:
group	share of synthesized area, %
AOI/OAI and AO/OA	15.0
DFF	51.2
buffers and inverters	3.66
and+or+nand+nor	6.91
muxes	23.3
timing repair:
item / in CTS / in global routing
gates resized: 644 / 277
setup endpoints to repair: 1088 / 1081
hold buffers: 0 / 0
cloned: 44 / 11
pin swaps: 143 / 129
endpoints found under the hold margin: 0 / 0
buffers inserted: 93 / 35
stage by stage:
stage,util (%),setup TNS (ps)
after CTS,45.7,-205930
after floorplan,-,-662200
after global routing,46.4,-284080
after global placement,40.5,-1462210
final,46.4,-267440
after detailed placement,40.5,-1455730
power groups by stage:
stage / Clock [mW] / Sequential, mW / Combinational, mW
4_1_cts: 23.2 / 27.5 / 13.9
5_1_grt: 23.9 / 28.0 / 15.3
6_report: 23.1 / 27.7 / 14.6
worst paths after layout:
| kind | from | endpoint | slack (ps) | cells after the start |
|---|---|---|---|---|
| worst max-delay path | file[27][30] | r2_dout[30] | -850 | 4 |
| min in group asynchronous | rst_n | file[2][4] | 760 | 2 |
| worst min-delay path | rst_n | r2_dout[3] | 320 | 3 |
| worst max register to register | file[27][30] | r2_dout[30] | -850 | 4 |
| max in group asynchronous | rst_n | file[23][4] | 770 | 2 |
| worst min register to register | file[18][22] | file[18][22] | 480 | 1 |
per-layer routing:
metal / routed length [um] / GRT usage, %
met3: 52700 / 21.9
met1: 128000 / 50.5
met2: 145000 / 55.2
met5: 614 / 0.635
met4: 37700 / 31.0
No activity file was given, so power comes from the tool's default toggle rates.
