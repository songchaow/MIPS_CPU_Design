`design/flow/run.sh`:
```
#!/bin/bash
# OpenROAD 26Q1-2900-gdf79404cd8, Yosys 0.63+post, stock flow scripts
make -C /OpenROAD-flow-scripts/flow DESIGN_CONFIG=/design/flow/config.mk WORK_HOME=/design/flow/orfs finish
```
`design/flow/constraint.sdc`:
```
current_design PC_Gen

set clk_period 9.3
set clk_io_pct 0.2

create_clock -name clk0 -period $clk_period

set non_clock_inputs [all_inputs -no_clocks]
set_input_delay [expr $clk_period * $clk_io_pct] -clock clk0 $non_clock_inputs
set_output_delay [expr $clk_period * $clk_io_pct] -clock clk0 [all_outputs]
```
`design/flow/design.v`:
```
`timescale 1ns / 1ps
module PC_Gen(
    input   [31:0]  alu_out,
    input   [31:0]  alu_out_reg,
    input   [1:0] PC_Src,
    input   [25:0]  Jump_addr,
    input   [31:0]  sext_Immed,
    input   [31:0]  PC,
    output  reg [31:0] next_PC 
    );
    always@(*)
    begin
      case (PC_Src)
        2'b00: 
        next_PC = PC+4;
        2'b01: 
        next_PC = (PC+(sext_Immed<<2))-8; 
        2'b10: 
        next_PC = {PC[31:28],Jump_addr,2'b00};
        2'b11: 
        next_PC = alu_out;
        default:  
        next_PC = PC+4;
      endcase
    end
endmodule
```
`design/flow/config.mk`:
```
export PLATFORM = sky130hd
export DESIGN_NAME = PC_Gen
export DESIGN_NICKNAME = PC_Gen
export VERILOG_FILES = /design/flow/design.v
export SDC_FILE = /design/flow/constraint.sdc
export NUM_CORES = 4
export LEC_CHECK = 1
export CORE_UTILIZATION = 30
```
==> out/summary.txt <==
Worst EP required - 7.44 ns
CP Max Fanout - 3
Outcome - finished clean
Distinct lib cells used - 60
Worst path max stage delay - 0.54 ns
P&R area growth vs syn - 44.7%
Power, Total - 0.000374 W
Worst setup path startpoint - PC[3]
Initial antenna violation count - 0
Pin count of the biggest net entering global routing - 43
Largest cells by area - ha_1 19%, inv_1 12%, mux4_2 11%
Post CTS Setup Buffer Count - 0
Sequential share of power - 0%
Fmax - 136 MHz
CP Capture Point - next_PC[25]
Switching Power - 0.000173 W
OpenROAD warnings - 66
Crit end category - output port
Rows - 40
Maximum vdd drop - 0.0260 mV
Remaining DRCs - 0
First-pass DRT Iterations - 4
DR iter-0 viols - 132
Int Pwr - 0.000200 W
All-Layer GR Usage - 19.5%
Worst path slowest cell - clkdlybuf4s50_1
Die area - 0.0130 mm2
Post_cts resized - 0
Top logic cells by instance count in the layout - 152 x clkdlybuf4s50_1, 120 x inv_1, 58 x ha_1
Slew Limit Fails - 0
Number of max-cap violations - 0
Yosys Chip Area - 0.00375 mm2
Combinational share of power - 100.0%
Gr ovfl total - 0
Flop area - 0 um2
Switching Fraction - 46.4%
Ports - 188
Syn Area/Cell - 7.00 um2
Pwr Density - 68.8 mW/mm2
Clock share of power - 0%
Std-Cell Core Area - 0.0121 mm2
Antenna Cells - 0
Clkbuf count - 0
Number of I/O port buffers - 154
Final period util - 79.2%
Hold_buf cts - 0
Crit Path Class - in -> out
Most used cell along the critical path - inv_1
Die span in x - 114 um
Hold Vio Cnt, Final - 0
Cells in synth_stat.txt - 536
Post-synth seq share - 0%
Vias/cell - 4.91
RSZ-0062 raised after global routing - no
Avg WL per Cell - 14.6 um
Leading area contributor after synthesis - ha_1
Cell Chain, Critical Path - clkdlybuf4s50_1, inv_1, ha_1, inv_1, ha_1, inv_1, fa_1, and2b_4, o2111ai_2, a21oi_1, o21ai_1, a31oi_1, xnor2_1, a221oi_1, clkdlybuf4s50_1
Post-Route WL - 12300 um
HPWL Detailed - 10500 um
Critical path launch point type - input pin
Global-route wire length before repair - 19900 um
Worst Max-Slew Pin Slew - 0.603 ns
Die Span Y - 114 um
Starting Density - 31.0%
Vias in the first global route - 4005
Synth Warn # - 1
Most instantiated logic cell after routing - clkdlybuf4s50_1
Hold Crit Class - in -> out
Synthesized area - 0.00375 mm2
Antenna Nets Post-Route - 0
Lkg Pwr - 2.43 nW
Vias - 4133
Layout cell share with drive strength beyond 1 - 6.24%
GPL Wtd Cong - 0.930
Setup Total Neg Slack - 0 ns
Cells after synthesis - 536
Flop count - 0
Final min period - 7.37 ns
Relative slew slack - 59.8%
Finish-stage setup viols - 0
Arr. time, crit path - 5.51 ns
Synth top area share - 19.3%
-- power by group through the flow --
stage     clock network, W  logic, W  registers, W
6_report                 0  0.000374             0
5_1_grt                  0  0.000416             0
4_1_cts                  0  0.000377             0
-- how the worst min path moves through the flow --
stage     cells after the start       start         end
5_1_grt                       4  alu_out[0]  next_PC[0]
6_report                      4       PC[1]  next_PC[1]
4_1_cts                       4       PC[1]  next_PC[1]
-- critical path, delay by kind of cell --
| kind | cells | cell delay, ns |
|---|---|---|
| simple gates | 1 | 0.27 |
| xor+xnor | 1 | 0.14 |
| buf+inv | 5 | 1.21 |
| fa+ha+maj | 3 | 0.83 |
| compound gates | 5 | 1.21 |
-- synthesized netlist by cell type (5+ instances only) --
cell type  number
nor2_1         25
clkbuf_1        9
nand2_1        41
a21o_1         18
nor3_1         14
mux4_2         18
a21oi_1        29
o21bai_1        8
o21ai_0        15
xor2_1          6
and3_1          8
a31oi_1         6
buf_2           8
xnor2_1        46
mux2i_1         5
o211ai_1        7
o21ai_1         5
and2_1          6
nand3_1        18
ha_1           58
inv_1         120
nand4_1         7
-- metrics by stage --
| stage | utilization (%) | area (um2) | hold WS (ns) | setup slack, ns | instances |
|---|---|---|---|---|---|
| 3_5_place_dp | 44.9 | 5430 | 4.62 | 1.92 | 841 |
| 4_1_cts | 44.9 | 5430 | 4.63 | 1.87 | 841 |
| 6_report | 44.9 | 5430 | 4.62 | 1.93 | 841 |
| 3_3_place_gp | 44.9 | 5430 | 4.62 | 1.87 | 841 |
| 2_1_floorplan | - | 3750 | 3.77 | 3.18 | 536 |
| 5_1_grt | 44.9 | 5430 | 4.68 | 1.57 | 841 |
-- logic make-up (layout without fill, tap and decap cells) --
| group | Yosys count | in the layout | share of synthesized area (%) |
|---|---|---|---|
| XOR/XNOR | 52 | 52 | 12.1 |
| buffers and inverters | 140 | 277 | 14.3 |
| AND/OR/NAND/NOR | 142 | 142 | 19.6 |
| multiplexers | 24 | 24 | 12.4 |
| AND-OR/OR-AND | 119 | 119 | 21.7 |
| adder cells (fa/ha/maj) | 59 | 59 | 19.9 |
-- cell type report --
type               count  area [um2]
fillers             1249        6680
inverters            120         450
multi-input cells    396        3220
well taps            168         210
repair buffers       157        1550
-- layer usage --
metal	GRT usage [%]	vias to the layer above	routed length [um]
li1	-	2119	-
met1	26.6	1857	5650
met2	33.5	150	5560
met3	3.47	7	951
met4	1.73	0	110
met5	0	-	0
Power is estimated from default activity; no workload was simulated.
