===== flow/config.mk =====
export PLATFORM = sky130hd
export DESIGN_NAME = REG_FILE
export DESIGN_NICKNAME = REG_FILE
export VERILOG_FILES = /design/flow/design.v
export SDC_FILE = /design/flow/constraint.sdc
export NUM_CORES = 4
export LEC_CHECK = 1
export CORE_UTILIZATION = 50

===== flow/constraint.sdc =====
current_design REG_FILE

set clk_period 20.0
set clk_io_pct 0.2

create_clock -name clk0 -period $clk_period [get_ports {clk}]

set non_clock_inputs [all_inputs -no_clocks]
set_input_delay [expr $clk_period * $clk_io_pct] -clock clk0 $non_clock_inputs
set_output_delay [expr $clk_period * $clk_io_pct] -clock clk0 [all_outputs]

===== flow/design.v =====
module REG_FILE(
input			            clk,
input			            rst_n,
input	     [4:0]	    	r1_addr,
input	     [4:0]	      r2_addr,
input	     [4:0]	      r3_addr,
input	     [31:0]       r3_din,
input			            r3_wr,
output reg [31:0]	      r1_dout,
output reg [31:0]	      r2_dout
);
reg [31:0] R[31:0];
integer i;
always@(r1_addr or clk)  
begin
    if(~rst_n)
        r1_dout <= 0;
    else
        r1_dout <= R[r1_addr];
end
always@(r2_addr or clk)  
begin
    if(~rst_n)
        r2_dout <= 0;
    else
        r2_dout <= R[r2_addr];
end
always@(posedge clk or negedge rst_n)  
begin
    if(~rst_n)
    begin
        for ( i=0; i<32; i=i+1 )  R[i] <= 0;
    end
    else
    begin
        if(r3_wr)  
        R[r3_addr] <= r3_din;
    end
end
endmodule

===== flow/run.sh =====
#!/bin/bash
# OpenROAD 26Q1-2900-gdf79404cd8, Yosys 0.63+post, stock flow scripts
make -C /OpenROAD-flow-scripts/flow DESIGN_CONFIG=/design/flow/config.mk WORK_HOME=/design/flow/orfs finish

==> results_dict.tcl <==
# yosys + openroad results
set metrics [dict create \
    syn_to_final_growth_pct 13.2 \
    flop_area_mm2 0.0256 \
    place.detailed.hpwl_mm 165 \
    layout_setup_ws_ns 7.08 \
    clk_pin_slew_ns 0.06 \
    cts_setup_buffers 0 \
    flop_cell "dfrtp_1" \
    status "finished clean" \
    cts_max_path_buffers 3 \
    xor_share 0 \
    finalWirelength_mm 274 \
    core_mm2 0.106 \
    drtIter0Drc 6964 \
    vias_per_cell 7.83 \
    p_total_mw 5.93 \
    cpMaxStageDelayCell "nor2_4" \
    grt_pass1_wl_mm 379 \
    cpMostUsedCell "buf_4" \
    drc 0 \
    slew_headroom 0.170 \
    vdd_drop_max_v 0.0000701 \
    die_y_um 330 \
    path_class "in -> out" \
    worstPathCellList "clkdlybuf4s50_1 -> buf_4 -> nor2_4 -> buf_4 -> buf_4 -> and2_1 -> buf_4 -> a22oi_1 -> and4_1 -> a31oi_1 -> clkdlybuf4s50_1" \
    top_regs "R: 1024 flops" \
    adder_share 0 \
    grt_max_degree 121 \
    track_usage 0.529 \
    synth-edff-count 0 \
    die-area_mm2 0.109 \
    hp-class "reg -> reg" \
    stdcell_count 6390 \
    finalInstanceArea_mm2 0.0608 \
    slew_violations 0 \
    fp_util 0.507 \
    synthDistinctLibCells 68 \
    dpl_cell_area_mm2 0.0568 \
    port_buffers 113 \
    post_cts_resized 0 \
    synth.avg_cell_area_um2 10.9 \
    grt_overflow 0 \
    tns_ns 0 \
    hold-worst-slack_ns 0.528 \
    ys_cells 4936 \
    boundaryPins 114 \
    ys_seq_frac 0.477 \
    synth-compound-area-share 0.0922 \
    ys_async_sr_fraction 1.00 \
    clock_skew_ns 0 \
    crit_path_end_kind "primary output" \
    regMostFlops "R" \
    ys_seq_elements 1024 \
    hold_buffers 0 \
    place_inst 6155 \
    worstMarginPinSlew_ns 1.24 \
    setup_violations 0 \
    cp-start-kind "input port" \
    fillers 8841 \
    gp_congestion 1.07 \
    detail-route-antenna-nets 0 \
    layout-drive-gt1-share 0.321 \
    largest_register_ffs 1024 \
    max_freq_ghz 0.0774 \
    grt_pass1_vias 48000 \
    die_x_um 330 \
    slowest_delay_ns 0.73 \
    cap_violations 0 \
    power_leakage_nw 25.5 \
    post-route-util 0.574 \
    ys.warnings.count 2 \
    ys_chip_area_mm2 0.0537 \
    antenna_found_initial 21 \
    vias 50000 \
    cts_buffers 110 \
    fin_crit_sh 0.646 \
    cp.arrival_ns 8.92 \
    logic_area_mm2 0.0263 \
    warnings 54 \
    firstDrtPassIters 9 \
    ys_top_logic_family "multiplexers" \
    tritoncts "done" \
    synth_area_mm2 0.0537 \
    insertion_delay_ns 0.72 \
    muxShareOfSynthArea 0.217 \
    num_rows 119 \
    rsz0062_at_grt "false" \
    hold_viol 0 \
    cts_root_buf "clkbuf_16" \
    cts.sinks 1024 \
    p_per_area_mw_per_mm2 97.6 \
    min_period_ns 12.92 \
    syn_inst 4936 \
    wl_per_cell_um 42.8 \
    crit_required_ns 16.00 \
    path_max_fanout 28 \
    cts.htree.levels 3 \
    dp_slack_ns 7.37 \
    simple_gate_area_frac 0.172 \
]
-- power by group --
| part | internal (mW) | leakage [nW] | switching [mW] |
|---|---|---|---|
| clock | 1.30 | 1.90 | 0.911 |
| combinational | 0.421 | 10.5 | 0.436 |
| sequential | 2.47 | 13.1 | 0.387 |
| total | 4.20 | 25.5 | 1.73 |
-- worst max-delay path, delay by kind of cell --
family	cells	cell delay, ns
buffers and inverters	6	2.62
AND/OR/NAND/NOR	3	1.68
AND-OR/OR-AND	2	0.51
-- cells by family (layout without fill, tap and decap cells) --
logic type | Yosys count | after routing
muxes | 1038 | 1038
and+or+nand+nor | 1655 | 1655
other | 0 | 29
AOI/OAI and AO/OA | 667 | 667
DFF | 1024 | 1024
buffers and inverters | 552 | 586
-- placed cells by master (no fill, tap or decap), drive strengths merged, types with 8 or more instances in the layout --
master,n
a2111oi,43
a21oi,20
a221oi,8
a222oi,19
a22o,71
a22oi,308
a31oi,64
and2,24
and3,142
and3b,12
and4,59
buf,267
bufinv,13
clkbuf,155
clkdlybuf4s50,105
clkinv,29
clkinvlp,10
dfrtp,1024
diode,29
mux2,1027
mux2i,11
nand2,30
nand2b,14
nand3,903
nand3b,9
nand4,238
nor2,68
nor2b,16
nor3,46
nor3b,10
nor4,62
o21ai,80
-- layer usage --
metal,vias up,track usage,part of all wire
li1,18800,-,-
met2,4761,0.673,0.39
met4,43,0.320,0.086
met5,-,0.0570,0.0032
met3,1533,0.357,0.18
met1,24900,0.663,0.34
-- layout make-up --
cell class | instances | area share
Inverter | 8 | 0.000494
Clock buffer | 155 | 0.0536
Timing Repair Buffer | 372 | 0.0516
Tap cell | 1391 | 0.0286
Sequential cell | 1024 | 0.422
Multi-Input combinational cell | 3360 | 0.432
Antenna cell | 29 | 0.00119
Clock inverter | 51 | 0.0105
-- cells in the mapped netlist, drive strengths merged (4+ instances only) --
library cell     n  area share
nor2            68      0.0051
or3b             4     0.00065
a22oi          308       0.043
a21oi           20      0.0019
and3b           12      0.0020
and4            59      0.0096
or2              4     0.00047
nor3            46      0.0047
a222oi          19      0.0035
a221o            7      0.0013
nor3b           10      0.0015
and3           142       0.017
nand3b           9      0.0013
mux2i           11      0.0021
dfrtp         1024        0.48
nand4          238       0.028
nand2b          14      0.0016
a32oi            4     0.00065
o21ai           80      0.0075
nor4bb           5     0.00093
a31oi           64      0.0075
and2            24      0.0028
nor2b           16      0.0019
a221oi           8      0.0013
a22o            71       0.012
a2111oi         43      0.0070
clkbuf         350       0.024
mux2          1027        0.22
a32o             4     0.00075
a41oi            4     0.00065
buf            194       0.017
nand3          903       0.084
nor4            62      0.0072
o2bb2ai          5     0.00082
nand2           30      0.0021
inv              7     0.00049
o211ai           4     0.00056
-- path summary, 6_finish.rpt --
path                                  from          end  slack (ns)  cells past startpoint
worst max-delay path            r1_addr[0]  r1_dout[20]        7.08                     11
worst max register to register   R[22][28]    R[22][28]       19.00                      1
max in group asynchronous            rst_n      R[9][1]       13.09                      6
worst min-delay path              R[0][18]     R[0][18]        0.53                      1
worst min register to register    R[0][18]     R[0][18]        0.53                      1
min in group asynchronous            rst_n    R[25][24]        3.23                      1
No activity file was given, so power comes from the tool's default toggle rates.
